## /design/flow/run.sh

```bash
#!/bin/bash
# OpenROAD 26Q1-2900-gdf79404cd8, Yosys 0.63+post, stock flow scripts
make -C /OpenROAD-flow-scripts/flow DESIGN_CONFIG=/design/flow/config.mk WORK_HOME=/design/flow/orfs finish
```

## /design/flow/config.mk

```make
export PLATFORM = sky130hd
export DESIGN_NAME = dataMem
export DESIGN_NICKNAME = dataMem
export VERILOG_FILES = /design/flow/design.v
export SDC_FILE = /design/flow/constraint.sdc
export NUM_CORES = 4
export LEC_CHECK = 1
export CORE_UTILIZATION = 30
```

## /design/flow/constraint.sdc

```tcl
current_design dataMem

set clk_period 4.0
set clk_io_pct 0.2

create_clock -name clk0 -period $clk_period [get_ports {clk}]

set non_clock_inputs [all_inputs -no_clocks]
set_input_delay [expr $clk_period * $clk_io_pct] -clock clk0 $non_clock_inputs
set_output_delay [expr $clk_period * $clk_io_pct] -clock clk0 [all_outputs]
```

## /design/flow/design.v

```verilog
module dataMem
#(parameter SIZE = 16, parameter DATA_WIDTH = 4, parameter FALL_THROUGH = 0, parameter BYTE_WIDTH = 8, parameter ADDR_WIDTH = $clog2(SIZE))
(
    input logic clk,
    input logic rst,
    input logic en,
    input logic r,
    input logic w,
    input logic[ADDR_WIDTH - 1 : 0] rAddr,
    input logic[ADDR_WIDTH - 1 : 0] wAddr,
    input logic[((DATA_WIDTH + BYTE_WIDTH - 1) / BYTE_WIDTH) - 1 : 0] byteEn,
    input logic [DATA_WIDTH - 1 : 0] in,
    output logic[DATA_WIDTH - 1 : 0] out
);
logic [DATA_WIDTH - 1 : 0] mem [0 : SIZE - 1];
logic [DATA_WIDTH - 1 : 0] out_r;
logic [DATA_WIDTH - 1 : 0] out_t;
assign out_t = mem[rAddr];
assign out = FALL_THROUGH ? out_t : out_r;
always_ff @(posedge clk or posedge rst)
begin
    if(rst)
    begin: reset  
        for(int i = 0; i < SIZE; i++)
            mem[i] <= 'b0;
        out_r <= 'b0;
    end
    else  
    begin: run
        if(en)
        begin: enable
            if(w)
            begin: write
                for(int i = 0; i < ((DATA_WIDTH + BYTE_WIDTH - 1) / BYTE_WIDTH); i = i + 1)
                if(byteEn[i])
                    mem[wAddr][i * BYTE_WIDTH +: BYTE_WIDTH] <= in[i * BYTE_WIDTH +: BYTE_WIDTH];
                else
                    mem[wAddr][i * BYTE_WIDTH +: BYTE_WIDTH] <= mem[wAddr][i * BYTE_WIDTH +: BYTE_WIDTH];
            end
            if(r)
            begin: read
                out_r <= mem[rAddr];
            end
        end
    end
end
endmodule
```

==> run_results.csv <==
group,metric,value,unit
run_status,run_status,"completed",
routing,totalWireLength,12210,um
synthesis,ys_sh_adder,0,%
run,warnings,25,
synthesis,simple_gate_area_share,15.53,%
clock_tree,cts_tree,"yes",
synthesis,avgSynthCellArea,10.57,um2
worst_setup_path,crit_chain,"clkdlybuf4s50_1, buf_4, and4b_1, a31oi_1, o221a_2, a21oi_2, mux2_2",
routing,drtPass1Iterations,5,
placed_design,place_hpwl,8901,um
worst_setup_path,cp-end-kind,"register",
run,drv_cap,0,
clock_tree,clk_pin_slew,50,ps
synthesis,async_reset_ff_share,100.0,%
worst_setup_path,critPathRequiredTime,4270,ps
power_and_ir_drop,p_leak,2.027,nW
final_layout,regArea,1702,um2
worst_setup_path,critPathLaunchType,"primary input",
final_layout,syn_to_final_growth,15.56,%
grt,grt_overflow,0,
synthesis,synth_stat.cells,398,
clock_tree,cts.repair.resized,0,
timing,slew_viol_final,0,
routing,drc_errors,0,
placed_design,placed_cells,575,
placed_design,gp_congestion,0.9657,
grt,antenna_found_initial,0,
floorplan,die_width,120.4,um
clock_tree,cts-root-buf,"clkbuf_16",
hold_path,hp-class,"register to register",
synthesis,ys_seq_share,40.45,%
grt,grt_pass1_wl,19240,um
placed_design,portBuffers,21,
synthesis,ff_type,"dfrtp_1",
floorplan,die_h,120.4,um
timing,skew,4.513,ps
floorplan,io_pins,22,
timing,fmax,319.0,MHz
timing,fin_tns_setup,0,ps
grt,grt_pass1_vias,3218,
worst_setup_path,cp.buffers_inverters,2,
floorplan,rows,42,
clock_tree,htreeDepth,3,
routing,antenna_cells,0,
final_layout,layout_top_cell,"dfrtp_1",
worst_setup_path,critical_path.max_fanout,20,
clock_tree,cts_max_path_buffers,2,
grt,grt_max_degree,38,
synthesis,synth_cells,398,
final_layout,comb_area,2276,um2
worst_setup_path,worst_path_max_delay_cell,"clkdlybuf4s50_1",
synthesis,yosys-mux-area-fraction,22.52,%
timing,hold_ws,514.9,ps
power_and_ir_drop,vdd.ir_drop.worst,0.0001987,V
worst_setup_path,cpLargestDelayFamily,"buffers and inverters",
clock_tree,numCtsBuffers,9,
synthesis,ys_chip_area,4207,um2
worst_setup_path,crit_arrival,3400,ps
worst_setup_path,path_class,"primary input to register",
timing,finalHoldViolCount,0,
synthesis,topCombFamilyByArea,"multiplexers",
worst_setup_path,max_stage_delay,800,ps
power_and_ir_drop,pwr_density_cell,439.7,nW/um2
clock_tree,clock_sinks,68,
clock_tree,ctsHoldBuffers,0,
clock_tree,post-cts-setup-buffers,0,
synthesis,synth_area,4207,um2
clock_tree,worstSkewPairLatency,330,ps
timing,relSlewSlack,42.11,%
floorplan,fp_util,31.27,%
timing,finalCritPeriodShare,78.38,%
final_layout,nFillCells,1315,
routing,drtAntennaViolNets,0,
timing,grt_setup_unrepaired,"false",
synthesis,edf_count,0,
floorplan,core,13450,um2
routing,drtIter0Drc,346,
synthesis,synth_warnings,68,
synthesis,ys.flops,68,
final_layout,layout_top_cells,"68 x dfrtp_1, 67 x mux2_2, 23 x nor2_1",
routing,wl_per_cell,20.66,um
synthesis,ys_sh_xor,0,%
synthesis,synth.distinct_cells,55,
final_layout,drive_gt1_share,26.75,%
routing,vias,3368,
final_layout,fin_cells,591,
timing,final.min_clock_period,3135,ps
routing,vias_per_cell,5.699,
timing,tightest_slew,865.7,ps
floorplan,chipArea,14500,um2
timing,setup_viol,0,
synthesis,aoi_share,16.06,%
grt,grt.total_usage,18.22,%
[cells in the mapped netlist (3+ instances only)]
master | instances | area share, %
mux2i_1 | 17 | 4.0
dfrtp_1 | 68 | 40
o31ai_4 | 3 | 1.5
nor3b_1 | 3 | 0.54
nand2b_1 | 9 | 1.3
clkbuf_1 | 13 | 1.2
buf_6 | 6 | 1.6
a31oi_1 | 7 | 1.0
and3_1 | 4 | 0.59
nand3b_1 | 14 | 2.5
buf_2 | 6 | 0.71
a22oi_1 | 4 | 0.71
a221oi_1 | 3 | 0.62
nor2b_1 | 10 | 1.5
o21ai_0 | 7 | 0.83
nand4_1 | 3 | 0.45
mux2_2 | 67 | 18
a311oi_1 | 3 | 0.62
inv_1 | 10 | 0.89
nand2_1 | 20 | 1.8
nor2_1 | 23 | 2.1
buf_1 | 4 | 0.36
o22ai_1 | 7 | 1.0
nand3_1 | 14 | 1.7
a21oi_1 | 19 | 2.3
and3b_1 | 3 | 0.62
buf_4 | 4 | 0.71
a22o_1 | 6 | 1.2
[worst reg2reg max path, stage by stage, from the launching register on]
cell	delay (ps)
dfrtp_1	440
and3b_1	180
a31oi_1	40
o221a_2	320
a21oi_2	610
mux2_2	300
[area by class of cell]
| class | instances | area share [%] |
|---|---|---|
| clock inverter | 5 | 1.544 |
| multi-input combinational | 287 | 46.82 |
| clock buffer | 11 | 4.994 |
| tap | 176 | 4.530 |
| inverter | 10 | 0.7722 |
| timing repair buffer | 34 | 6.332 |
| sequential | 68 | 35.01 |
[report_power, final]
group | internal, mW | leakage, nW | total (mW) | switching [mW]
clock network | 0.559 | 0.159 | 0.855 | 0.296
registers | 0.798 | 0.890 | 0.900 | 0.102
logic | 0.191 | 0.978 | 0.382 | 0.192
total | 1.55 | 2.03 | 2.14 | 0.589
[final timing paths]
path	from	endpoint	slack, ps	depth (start not counted)
worst max-delay path	wAddr[3]	mem[13][2]$_DFFE_PP0P_	860	7
min in group asynchronous	rst	mem[7][2]$_DFFE_PP0P_	860	3
worst max register to register	mem[13][2]$_DFFE_PP0P_	mem[13][2]$_DFFE_PP0P_	2040	5
worst min-delay path	mem[0][3]$_DFFE_PP0P_	mem[0][3]$_DFFE_PP0P_	510	1
worst min register to register	mem[0][3]$_DFFE_PP0P_	mem[0][3]$_DFFE_PP0P_	510	1
max in group asynchronous	rst	out_r[0]$_DFFE_PP0P_	2300	4
[metrics by stage]
step / instance area [um2] / total power, mW / worst slack [ps] / utilization [%]
after CTS: 4861 / 2.147 / 927.8 / 36.13
final: 4861 / 2.137 / 865.0 / 36.13
after detailed placement: 4543 / 1.285 / 601.9 / 33.77
after global routing: 4861 / 2.232 / 719.3 / 36.13
after global placement: 4543 / 1.281 / 617.0 / 33.77
after floorplan: 4207 / 1.151 / 1488 / -
[sequential cells by signal (all words and copies together) (netlist names)]
name and flops:
mem 64, out_r 4
[routing by layer]
metal	part of all wire, %	track usage (%)	vias to the layer above	routed length [um]
met5	0	0	-	0
met4	2.6	4.090	0	322
met3	10	6.696	25	1242
met2	41	24.53	165	5033
met1	46	28.21	1666	5611
li1	-	-	1512	-
[cells by family (layout without fill, tap and decap cells)]
kind of cell | Yosys count | after routing
AND-OR/OR-AND | 87 | 87
buffers and inverters | 43 | 60
flip-flops | 68 | 68
multiplexers | 85 | 85
AND/OR/NAND/NOR | 115 | 115
No activity file was given, so power comes from the tool's default toggle rates.
